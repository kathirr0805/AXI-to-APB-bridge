<file path="design/flow/design.v">
module axi3_interconnect (
    input wire ACLK,
    input wire ARESETn,
    input wire [31:0] M0_AWADDR,
    input wire M0_AWVALID,
    output wire M0_AWREADY,
    input wire [3:0] M0_AWLEN,   
    input wire [2:0] M0_AWSIZE,
    input wire [1:0] M0_AWBURST,
    input wire [31:0] M0_WDATA,
    input wire [3:0] M0_WSTRB,
    input wire M0_WVALID,
    output wire M0_WREADY,
    input wire M0_WLAST,
    output wire [1:0] M0_BRESP,
    output wire M0_BVALID,
    input wire M0_BREADY,
    input wire [31:0] M1_AWADDR,
    input wire M1_AWVALID,
    output wire M1_AWREADY,
    input wire [3:0] M1_AWLEN,   
    input wire [2:0] M1_AWSIZE,
    input wire [1:0] M1_AWBURST,
    input wire [31:0] M1_WDATA,
    input wire [3:0] M1_WSTRB,
    input wire M1_WVALID,
    output wire M1_WREADY,
    input wire M1_WLAST,
    output wire [1:0] M1_BRESP,
    output wire M1_BVALID,
    input wire M1_BREADY,
    output wire [31:0] S0_AWADDR,
    output wire S0_AWVALID,
    input wire S0_AWREADY,
    output wire [3:0] S0_AWLEN,   
    output wire [2:0] S0_AWSIZE,
    output wire [1:0] S0_AWBURST,
    output wire [31:0] S0_WDATA,
    output wire [3:0] S0_WSTRB,
    output wire S0_WVALID,
    input wire S0_WREADY,
    output wire S0_WLAST,
    input wire [1:0] S0_BRESP,
    input wire S0_BVALID,
    output wire S0_BREADY,
    output wire [31:0] S1_AWADDR,
    output wire S1_AWVALID,
    input wire S1_AWREADY,
    output wire [3:0] S1_AWLEN,   
    output wire [2:0] S1_AWSIZE,
    output wire [1:0] S1_AWBURST,
    output wire [31:0] S1_WDATA,
    output wire [3:0] S1_WSTRB,
    output wire S1_WVALID,
    input wire S1_WREADY,
    output wire S1_WLAST,
    input wire [1:0] S1_BRESP,
    input wire S1_BVALID,
    output wire S1_BREADY
);
    reg [1:0] arb_state;  
    reg [1:0] last_granted;  
    wire s0_select_m0 = (M0_AWADDR[31:28] == 4'h0);  
    wire s1_select_m0 = (M0_AWADDR[31:28] == 4'h1);  
    wire s0_select_m1 = (M1_AWADDR[31:28] == 4'h0);
    wire s1_select_m1 = (M1_AWADDR[31:28] == 4'h1);
    wire m0_request = M0_AWVALID && (s0_select_m0 || s1_select_m0);
    wire m1_request = M1_AWVALID && (s0_select_m1 || s1_select_m1);
    wire grant_m0 = m0_request && (!m1_request || (last_granted == 1 && !m0_request));
    wire grant_m1 = m1_request && !grant_m0;
    reg [31:0] selected_awaddr;
    reg selected_awvalid;
    reg [3:0] selected_awlen;   
    reg [2:0] selected_awsize;
    reg [1:0] selected_awburst;
    reg [31:0] selected_wdata;
    reg [3:0] selected_wstrb;
    reg selected_wvalid;
    reg selected_wlast;
    wire selected_awready;
    wire selected_wready;
    wire [1:0] selected_bresp;
    wire selected_bvalid;
    reg selected_bready;
    wire s0_selected = (arb_state == 1 && s0_select_m0) || (arb_state == 2 && s0_select_m1);
    wire s1_selected = (arb_state == 1 && s1_select_m0) || (arb_state == 2 && s1_select_m1);
    always @(posedge ACLK or negedge ARESETn) begin
        if (!ARESETn) begin
            arb_state <= 2'd0;
            last_granted <= 2'd0;
        end else begin
            case (arb_state)
                2'd0: begin  
                    if (grant_m0) begin
                        arb_state <= 2'd1;
                        last_granted <= 2'd0;
                    end else if (grant_m1) begin
                        arb_state <= 2'd2;
                        last_granted <= 2'd1;
                    end
                end
                2'd1: begin  
                    if (M0_BVALID && M0_BREADY) begin
                        arb_state <= 2'd0;  
                    end
                end
                2'd2: begin  
                    if (M1_BVALID && M1_BREADY) begin
                        arb_state <= 2'd0;
                    end
                end
            endcase
        end
    end
    always @(*) begin
        if (arb_state == 2'd1) begin
            selected_awaddr = M0_AWADDR;
            selected_awvalid = M0_AWVALID;
            selected_awlen = M0_AWLEN;
            selected_awsize = M0_AWSIZE;
            selected_awburst = M0_AWBURST;
            selected_wdata = M0_WDATA;
            selected_wstrb = M0_WSTRB;
            selected_wvalid = M0_WVALID;
            selected_wlast = M0_WLAST;
            selected_bready = M0_BREADY;
        end else if (arb_state == 2'd2) begin
            selected_awaddr = M1_AWADDR;
            selected_awvalid = M1_AWVALID;
            selected_awlen = M1_AWLEN;
            selected_awsize = M1_AWSIZE;
            selected_awburst = M1_AWBURST;
            selected_wdata = M1_WDATA;
            selected_wstrb = M1_WSTRB;
            selected_wvalid = M1_WVALID;
            selected_wlast = M1_WLAST;
            selected_bready = M1_BREADY;
        end else begin
            selected_awaddr = 32'd0;
            selected_awvalid = 1'b0;
            selected_awlen = 4'd0;
            selected_awsize = 3'd0;
            selected_awburst = 2'd0;
            selected_wdata = 32'd0;
            selected_wstrb = 4'd0;
            selected_wvalid = 1'b0;
            selected_wlast = 1'b0;
            selected_bready = 1'b0;
        end
    end
    assign S0_AWADDR = s0_selected ? selected_awaddr : 32'd0;
    assign S0_AWVALID = s0_selected ? selected_awvalid : 1'b0;
    assign S0_AWLEN = s0_selected ? selected_awlen : 4'd0;
    assign S0_AWSIZE = s0_selected ? selected_awsize : 3'd0;
    assign S0_AWBURST = s0_selected ? selected_awburst : 2'd0;
    assign S0_WDATA = s0_selected ? selected_wdata : 32'd0;
    assign S0_WSTRB = s0_selected ? selected_wstrb : 4'd0;
    assign S0_WVALID = s0_selected ? selected_wvalid : 1'b0;
    assign S0_WLAST = s0_selected ? selected_wlast : 1'b0;
    assign S0_BREADY = s0_selected ? selected_bready : 1'b0;
    assign S1_AWADDR = s1_selected ? selected_awaddr : 32'd0;
    assign S1_AWVALID = s1_selected ? selected_awvalid : 1'b0;
    assign S1_AWLEN = s1_selected ? selected_awlen : 4'd0;
    assign S1_AWSIZE = s1_selected ? selected_awsize : 3'd0;
    assign S1_AWBURST = s1_selected ? selected_awburst : 2'd0;
    assign S1_WDATA = s1_selected ? selected_wdata : 32'd0;
    assign S1_WSTRB = s1_selected ? selected_wstrb : 4'd0;
    assign S1_WVALID = s1_selected ? selected_wvalid : 1'b0;
    assign S1_WLAST = s1_selected ? selected_wlast : 1'b0;
    assign S1_BREADY = s1_selected ? selected_bready : 1'b0;
    assign selected_awready = s0_selected ? S0_AWREADY : (s1_selected ? S1_AWREADY : 1'b0);
    assign selected_wready = s0_selected ? S0_WREADY : (s1_selected ? S1_WREADY : 1'b0);
    assign selected_bresp = s0_selected ? S0_BRESP : (s1_selected ? S1_BRESP : 2'd0);
    assign selected_bvalid = s0_selected ? S0_BVALID : (s1_selected ? S1_BVALID : 1'b0);
    assign M0_AWREADY = (arb_state == 2'd1) ? selected_awready : 1'b0;
    assign M0_WREADY = (arb_state == 2'd1) ? selected_wready : 1'b0;
    assign M0_BRESP = (arb_state == 2'd1) ? selected_bresp : 2'd0;
    assign M0_BVALID = (arb_state == 2'd1) ? selected_bvalid : 1'b0;
    assign M1_AWREADY = (arb_state == 2'd2) ? selected_awready : 1'b0;
    assign M1_WREADY = (arb_state == 2'd2) ? selected_wready : 1'b0;
    assign M1_BRESP = (arb_state == 2'd2) ? selected_bresp : 2'd0;
    assign M1_BVALID = (arb_state == 2'd2) ? selected_bvalid : 1'b0;
endmodule
</file>
<file path="design/flow/run.sh">
#!/bin/bash
# OpenROAD 26Q1-2900-gdf79404cd8, Yosys 0.63+post, stock flow scripts
make -C /OpenROAD-flow-scripts/flow DESIGN_CONFIG=/design/flow/config.mk WORK_HOME=/design/flow/orfs finish
</file>
<file path="design/flow/config.mk">
export PLATFORM = sky130hd
export DESIGN_NAME = axi3_interconnect
export DESIGN_NICKNAME = axi3_interconnect
export VERILOG_FILES = /design/flow/design.v
export SDC_FILE = /design/flow/constraint.sdc
export NUM_CORES = 4
export LEC_CHECK = 1
export CORE_AREA = 10 10 140 140
export DIE_AREA = 0 0 150 150
</file>
<file path="design/flow/constraint.sdc">
current_design axi3_interconnect

set clk_period 13.8
set clk_io_pct 0.2

create_clock -name clk0 -period $clk_period [get_ports {ACLK}]

set non_clock_inputs [all_inputs -no_clocks]
set_input_delay [expr $clk_period * $clk_io_pct] -clock clk0 $non_clock_inputs
set_output_delay [expr $clk_period * $clk_io_pct] -clock clk0 [all_outputs]
</file>
==> flow_summary.json <==
{
  "cts_tree": "yes",
  "rows": 47,
  "arrival_ps": 5360,
  "syn_to_final_growth_pct": 209.1,
  "drt-initial-drc-count": 180,
  "largestRegisters": "arb_state x3",
  "nFillCells": 1710,
  "top_area_frac": 0.3420,
  "cts.sinks": 3,
  "setup_tns_ps": 0,
  "synth_cells": 333,
  "ys_area_sq_mm": 0.001778,
  "worstPathRequired_ps": 11040,
  "vias_per_cell": 4.215,
  "overflow": 0,
  "grt_max_degree": 49,
  "area_leaders": "nor2_1 34%, a22oi_1 33%, clkbuf_1 5.3%",
  "fp-utilization": 0.1072,
  "worst-path-max-fanout": 43,
  "worstSkewPairLatency_ps": 220,
  "vias": 3688,
  "pin_count": 346,
  "cts_buffers": 3,
  "synth_seq_share": 0.04293,
  "hold_violations": 0,
  "cts_setup_buffers": 0,
  "rsz0062_at_grt": "no",
  "warnings": 25,
  "routedWlPerCell_um": 17.86,
  "setup.worst_path.start_class": "input port",
  "fin_crit_ps": 8119,
  "pre_cts_ws_ps": 5628,
  "cp-end-kind": "primary output",
  "setup_viol": 0,
  "fp.coreArea_sq_mm": 0.01658,
  "clk_path_buf_depth": 2,
  "ys_cells": 333,
  "power.density_mw_per_mm2": 41.35,
  "post-route-drc-count": 0,
  "syn_area_per_cell_sq_um": 5.339,
  "grt_pass1_vias": 3789,
  "drv_cap": 0,
  "fin_cells": 875,
  "yosys-top-cells-count": "162 x nor2_1, 78 x a22oi_1, 25 x clkbuf_1",
  "final_area_sq_mm": 0.005495,
  "antenna_left": 0,
  "synth_dominant_cell_count": "nor2_1",
  "largest_reg_flops": 3,
  "async_reset_ff_frac": 1.000,
  "yosysTopAreaCell": "nor2_1",
  "dp_hpwl_mm": 12.90,
  "io_buffers": 345,
  "die_w_um": 150,
  "antenna_found_initial": 0,
  "hp-class": "register to register",
  "synth_cell_types": 27,
  "hold_buffers": 0,
  "grt_pass1_wl_mm": 22.38,
  "final_util": 0.3314,
  "yosysWarnings": 1,
  "vdd_drop_max_mv": 0.03030,
  "num_antenna_cells": 0,
  "drt_first_pass_iters": 4,
  "slew_headroom": 0.4606,
  "largest_register": "arb_state",
  "edf_count": 0,
  "fin_skew_ps": 0.1754,
  "drive_gt1_frac": 0.03053,
  "dpl_cell_area_sq_mm": 0.005416,
  "finalCritPeriodShare": 0.5883,
  "outcome": "complete, no violations",
  "path_class": "input port to primary output",
  "worst_pin_slew_ps": 802.9,
  "p_leak_uw": 0.001945,
  "die-area_sq_mm": 0.02250,
  "cts-resized-gates": 0,
  "synth-seq-cells": 3,
  "cts.reportedPaths.clkPinSlew_ps": 30,
  "die_h_um": 150,
  "slew_viol_final": 0,
  "max_freq_ghz": 0.1232,
  "worst_slack_ps": 5681,
  "cts-root-buf": "clkbuf_16",
  "syn-cell-area_sq_mm": 0.001778,
  "ff_type": "dfrtp_1",
  "grtUsageTotal": 0.1250,
  "placedCellCount": 871,
  "gp_congestion": 0.8485,
  "routed_wl_mm": 15.63,
  "cts_max_level": 1
}
area by class of cell:
cell class / count / area, sq um / area share
Sequential cell: 3 / 77.57 / 0.01412
Tap cell: 220 / 275.3 / 0.05009
Clock buffer: 4 / 78.83 / 0.01434
Inverter: 4 / 15.01 / 0.002732
Multi-Input combinational cell: 291 / 1535 / 0.2794
Timing Repair Buffer: 353 / 3513 / 0.6393
stage by stage:
stage                     hold WS, ps  power (uW)
after floorplan                 573.9       72.56
after global placement          645.8       185.7
after detailed placement        632.9       184.3
after CTS                       642.0       231.5
after global routing            692.4       245.6
final                           650.8       227.2
layer usage:
| metal | wire length (um) | global-route usage | part of all wire | up-vias |
|---|---|---|---|---|
| li1 | - | - | - | 1822 |
| met1 | 5786 | 0.1425 | 0.37 | 1633 |
| met2 | 7644 | 0.2177 | 0.49 | 223 |
| met3 | 2075 | 0.05702 | 0.13 | 10 |
| met4 | 121 | 0.01020 | 0.0077 | 0 |
| met5 | 0 | 0 | 0 | - |
layout by cell type, fill, tap and decap left out, drive strengths merged:
cell	netlist	final
clkdlybuf4s50	0	345
nor2	162	162
a22oi	78	78
a21oi	15	15
nand2	10	10
buf	10	8
nand3	4	4
inv	4	4
clkbuf	25	4
and3	3	3
nor3	2	2
nor4b	2	2
o21ai	2	2
a31o	2	2
o2bb2ai	2	2
dfrtp	2	2
nor2b	1	1
or4b	1	1
a2bb2oi	1	1
or3	1	1
a211oi	1	1
a31oi	1	1
a211o	1	1
o31a	1	1
o32ai	1	1
dfstp	1	1
where the power goes:
part	switching, uW	leakage, uW	total (uW)	internal, uW
Sequential	0.994	0.0000288	11.9	10.9
Combinational	67.0	0.00188	170	103
Clock	7.32	0.0000382	45.4	38.1
final timing paths:
| path | startpoint | endpoint | slack, ps | cells past startpoint |
|---|---|---|---|---|
| max | M0_AWADDR[30] | S0_AWADDR[15] | 5680 | 7 |
| min | arb_state[1] | arb_state[1] | 650 | 1 |
| max reg2reg | arb_state[1] | arb_state[0] | 11500 | 6 |
| min reg2reg | arb_state[1] | arb_state[1] | 650 | 1 |
| max in group asynchronous | ARESETn | arb_state[0] | 10850 | 1 |
| min in group asynchronous | ARESETn | arb_state[1] | 2730 | 1 |
critical path: stages:
cell,delay [ps]
clkdlybuf4s50_1,460
nor3_1,680
a2bb2oi_4,100
buf_4,290
buf_4,330
nor2_1,170
clkdlybuf4s50_1,500
logic make-up (layout without fill, tap and decap cells):
kind of cell    Yosys count  count (layout)  synth area share
compound gates          105             105            0.4279
simple gates            186             186            0.4152
flops                     3               3           0.04293
buf+inv                  39             361            0.1140
No activity file was given, so power comes from the tool's default toggle rates.
